$ cat flow/config.mk
export PLATFORM = sky130hd
export DESIGN_NAME = memory
export DESIGN_NICKNAME = memory
export VERILOG_FILES = /design/flow/design.v
export SDC_FILE = /design/flow/constraint.sdc
export NUM_CORES = 4
export LEC_CHECK = 1
export CORE_AREA = 10 10 73 73
export DIE_AREA = 0 0 83 83
$ cat flow/constraint.sdc
current_design memory

set clk_period 1.1
set clk_io_pct 0.2

create_clock -name clk0 -period $clk_period [get_ports {clk}]

set non_clock_inputs [all_inputs -no_clocks]
set_input_delay [expr $clk_period * $clk_io_pct] -clock clk0 $non_clock_inputs
set_output_delay [expr $clk_period * $clk_io_pct] -clock clk0 [all_outputs]
$ cat flow/design.v
module memory(clk,command);
input clk;
reg [2:0] address ;
output reg [17:0] command ;
always @(posedge clk) begin 
 case(address)
	3'b000 : command = 18'b001111111111111111 ;
        3'b001 : command = 18'b001111111110101111 ;
        3'b010 : command = 18'b011111111110101011 ;
        3'b011 : command = 18'b010000000010101011 ;
        3'b100 : command = 18'b101010101010111011 ;
        3'b101 : command = 18'b101010101010111011 ;
        3'b110 : command = 18'b110000000100000010 ;
        3'b111 : command = 18'b110011010000001010 ;
 endcase
 address = (address + 1) % 8 ;
end
endmodule
$ cat flow/run.sh
#!/bin/bash
# OpenROAD 26Q1-2900-gdf79404cd8, Yosys 0.63+post, stock flow scripts
make -C /OpenROAD-flow-scripts/flow DESIGN_CONFIG=/design/flow/config.mk WORK_HOME=/design/flow/orfs finish
==> out/qor.yml <==
min_period_ps: 1010
cts_resized: 20
yosys_area_um2: 497
syn_avg_cell_area_um2: 12.1
hold_depth: 1
htree_levels: 1
initialDrtViolationCount: 18
clk_path_buf_depth: 2
dieHeight_um: 83
yosysTopAreaCellShare_pct: 60.5
routed_via_density: 2.77
crit_path_max_fanout: 3
fin_skew_ps: 1.19
ant_nets: 0
fp_util_pct: 13.3
gr-usage-all-layers_pct: 2.51
io_pins: 19
required_ps: 880
internal-power_uw: 793
die-area_um2: 6890
fin_cells: 106
critical_path.max_stage_delay_ps: 320
synth_flops: 15
grt_pass1_wl_um: 1430
critPathArrivalTime_ps: 790
fp-row-count: 22
cts_buffers: 3
grt_max_degree: 11
area_growth_pct: 45.8
fin_crit_sh_pct: 91.4
synth.cell_area_um2: 497
drv_slew: 0
layout-drive-gt1-share_pct: 22.4
yosysWarnings: 1
rsz0062_at_grt: "no"
wl_um: 847
place_inst: 102
gp_congestion: 0.728
crit_type: "register to primary output"
core_area_um2: 3740
clk_pin_slew_ps: 60
antenna_found_initial: 0
status: "completed"
synthCells: 41
hp-class: "register to register"
io_buffers: 17
wire_per_inst_um: 7.99
dp_hpwl_um: 706
rr_worst_depth: 4
top_cells_by_area: "dfxtp_1 60%, ha_1 10%, buf_4 9.1%"
cap_violations: 0
die_w_um: 83
crit_path_cell_trace: "dlygate4sd2_1"
ys_cells: 41
clock_sinks: 15
worst_hold_slack_ps: 462
tns_ps: 0
post_cts_buffers: 0
cts_hold_buf: 0
ys_seq_share_pct: 60.5
switching_share_pct: 17.4
post-place-ws_ps: 44.2
netSwitchingPower_uw: 168
firstDrtPassIters: 2
vdd_drop_max_mv: 0.324
dr_total_vias: 294
cp_num_buf_inv: 1
fmax_ghz: 0.995
path_depth: 1
ys_types: 14
pwr-share-comb_pct: 0
cts-root-buf: "clkbuf_8"
cpLargestDelayFamily: "flip-flops"
r2r_slack_ps: 100
slowest_stage: "dfxtp_2"
leakage_uw: 0.000401
yosys.area.top_type: "dfxtp_1"
finalSetupViolations: 0
p_seq_share_pct: 56.6
hold_viol: 0
antenna-diode-count: 0
warning_count: 28
power_density_nw_per_um2: 1330
drc: 0
tritoncts: "yes"
grt_pass1_vias: 299
p_clk_share_pct: 43.4
grt_overflow: 0
setup.worst_path.end_class: "primary output"
setup_slack_ps: 94.7
clock_latency_ps: 240
crit_path_start_kind: "register"
## cells in the mapped netlist
master   count
inv_1        2
nor2b_1      2
nor2_1       1
nor2_4       1
ha_1         4
mux2i_1      1
xor2_1       1
a21oi_1      2
dfxtp_1     15
a21o_1       2
buf_6        1
buf_4        6
conb_1       1
nand2_1      2
## flip-flops by register name, indices dropped and copies added (netlist names)
| signal | count |
|---|---|
| address | 3 |
| command | 12 |
## final cells by class
cell class / instances / area [um^2]
timing repair buffer: 20 / 171
clock inverter: 1 / 5.00
sequential: 15 / 307
clock buffer: 3 / 41.3
fill: 435 / 3020
multi-input combinational: 17 / 133
inverter: 2 / 7.51
tap: 48 / 60.1
## final timing paths
check / start / to
hold reg to reg: address[0] / address[0]
hold / removal: address[0] / address[0]
setup reg to reg: address[0] / command[4]
setup / recovery: command[15] / command[15]
## cells in the final DEF, fill, tap and decap left out
| cell | count |
|---|---|
| buf_4 | 3 |
| inv_1 | 2 |
| nor2_4 | 1 |
| dlygate4sd2_1 | 17 |
| nor2b_1 | 2 |
| mux2i_1 | 1 |
| a21o_1 | 2 |
| a21oi_1 | 2 |
| nand2_1 | 2 |
| nor2_1 | 1 |
| dfxtp_1 | 10 |
| clkbuf_8 | 3 |
| dfxtp_2 | 5 |
| conb_1 | 1 |
| ha_1 | 4 |
| clkinv_2 | 1 |
| xor2_1 | 1 |
## kinds of logic (layout without fill, tap and decap cells)
family | count (synthesis) | after routing | synth area share (%)
multiplexers | 1 | 1 | 2.02
flip-flops | 15 | 15 | 60.5
AND/OR/NAND/NOR | 6 | 6 | 7.05
XOR/XNOR | 1 | 1 | 1.76
buffers and inverters | 9 | 26 | 12.8
AND-OR/OR-AND | 4 | 4 | 5.04
other | 1 | 1 | 0.755
adder cells (fa/ha/maj) | 4 | 4 | 10.1
## power groups by stage
| stage | Clock (uW) | Sequential (uW) | Combinational, uW |
|---|---|---|---|
| final | 417 | 543 | 0.162 |
| after global routing | 467 | 543 | 0.239 |
| after CTS | 430 | 543 | 0.304 |
## layer usage
metal / vias to the layer above / routed length (um) / global-route usage (%)
met2: 14 / 326 / 3.42
met4: 0 / 0 / 0.154
li1: 155 / - / -
met5: - / 0 / 0
met3: 0 / 103 / 2.17
met1: 125 / 417 / 3.04
## metrics by stage
| step | power (uW) | instance area (um^2) | util, % |
|---|---|---|---|
| global placement | 556 | 693 | 18.5 |
| finish | 961 | 724 | 19.4 |
| floorplan | 558 | 497 | - |
| CTS | 973 | 722 | 19.3 |
| detailed placement | 556 | 693 | 18.5 |
| global route | 1010 | 724 | 19.4 |
Power figures rest on the tool's default switching activity, not on a simulated workload.
