--- design/flow/run.sh ---
#!/bin/bash
# OpenROAD 26Q1-2900-gdf79404cd8, Yosys 0.63+post, stock flow scripts
make -C /OpenROAD-flow-scripts/flow DESIGN_CONFIG=/design/flow/config.mk WORK_HOME=/design/flow/orfs finish
--- design/flow/design.v ---
module Moore_fsm(clk, reset, w, z );
input clk, reset, w;
output z;
reg [2:0] y , Y;
localparam A = 3'b000, B = 3'b001, C = 3'b010, D = 3'b011, E = 3'b100, F = 3'b101; 
always @(y,w) begin
 case (y)
 A: if (w) Y = B;
    else   Y = A;
 B: if (w) Y = C;
    else   Y = E;
 C: if (w) Y = C;
    else   Y = D;
 D: if (w) Y = F;
    else   Y = A;
 E: if (w) Y = F;
    else   Y = A;
 F: if (w) Y = C;
    else   Y = E;
  default:  Y = 3'bxxx;
 endcase 
end 
always @(negedge reset, posedge clk)
if (!reset) y <= A;
else y<=Y;
assign z= (y==D | y ==F)? 1 :0 ; 
endmodule	
--- design/flow/constraint.sdc ---
current_design Moore_fsm

set clk_period 1.2
set clk_io_pct 0.2

create_clock -name clk0 -period $clk_period [get_ports {clk}]

set non_clock_inputs [all_inputs -no_clocks]
set_input_delay [expr $clk_period * $clk_io_pct] -clock clk0 $non_clock_inputs
set_output_delay [expr $clk_period * $clk_io_pct] -clock clk0 [all_outputs]
--- design/flow/config.mk ---
export PLATFORM = sky130hd
export DESIGN_NAME = Moore_fsm
export DESIGN_NICKNAME = Moore_fsm
export VERILOG_FILES = /design/flow/design.v
export SDC_FILE = /design/flow/constraint.sdc
export NUM_CORES = 4
export LEC_CHECK = 1
export CORE_AREA = 10 10 70 70
export DIE_AREA = 0 0 80 80
==> flow_summary.json <==
{
  "run_status": "finished, violations left",
  "violations": "setup timing",
  "final.fill_count": 404,
  "detail_route.vias_per_cell": 2.208,
  "placement.io_buffers": 3,
  "number_of_placement_rows": 21,
  "fp-utilization_pct": 6.117,
  "first_pass_grt_wire_length_um": 710,
  "drtIter0Drc": 27,
  "p_sw_mw": 0.1000,
  "post_synth_num_cell_types": 9,
  "endpoint_kind": "output port",
  "worst_setup_path_start_kind": "register",
  "max_freq_mhz": 830.6,
  "syn2layout_area_growth_pct": 64.07,
  "largest-register": "y",
  "detail_route.antenna_diodes": 0,
  "timing.critical_path.required_ns": 0.96,
  "die_h_um": 80,
  "finalWorstPathRequiredPeriod_ns": 1.204,
  "regToRegStartpoint": "y[4]",
  "number_of_global_route_vias_before_repair": 152,
  "worstSetupEndpoint": "z",
  "numClockSinks": 6,
  "layout_top_cells": "dfrtp_1, clkbuf_4, buf_4",
  "post_route_cells_drive_above_1_share_pct": 34.62,
  "rsz0062_at_grt": "true",
  "dp_worst_setup_slack_ns": -0.08958,
  "synth-area-yosys_um2": 209.0,
  "overflow": 0,
  "grt_start_max_net_pins": 7,
  "worstSetupStartpoint": "y[5]",
  "fin_ws_ns": -0.003951,
  "synth.yosys.seq_area_share_pct": 72.46,
  "seq_power_share_pct": 48.0,
  "finalHoldViolCount": 0,
  "path_class": "register to output port",
  "setup_violations": 1,
  "worstPathMaxFanout": 2,
  "largest_reg_flops": 6,
  "tool_warnings": 27,
  "worst_setup_hold_path_clk_slew_ns": 0.05,
  "comb_power_share_pct": 10.8,
  "average_size_of_a_mapped_cell_um2": 13.06,
  "timing_max_transition_violations_final": 0,
  "ir_worst_vdd_v": 0.0002246,
  "finalCritPeriodShare_pct": 100.3,
  "clock_tree.buffer_depth": 2,
  "ant_nets": 0,
  "regToRegEndpoint": "y[2]",
  "place_area_um2": 304.0,
  "finalWirelength_um": 406,
  "r2r.worst_path.cells": 4,
  "non_filler_cell_area_final_um2": 342.8,
  "reg.largest.list": "y (6)",
  "vias": 159,
  "share_clk_of_total_power_pct": 41.3,
  "drt_pass1_iterations": 4,
  "core_region_area_um2": 3416,
  "synthesis.instances": 16,
  "ys_cells": 16,
  "ys_warnings": 1,
  "r2r_setup_slack_ns": 0.16,
  "power.static_leakage_nw": 0.1470,
  "wl_per_cell_um": 5.639,
  "floorplan.io_pins": 4,
  "cts.htree.levels": 1,
  "final_common_cell": "dfrtp_1",
  "antenna_found_initial": 0,
  "power_switching_share_pct": 20.92,
  "worst_pin_slew_ns": 0.2540,
  "worstPathArrival_ns": 0.96,
  "remaining_drc_errors": 0,
  "cell_area_after_technology_mapping_um2": 209.0,
  "max_cap_violations": 0,
  "cts_tree": "done",
  "chip_area_um2": 6400,
  "powerDensity_nw_per_um2": 1395,
  "numCtsBuffers": 3,
  "grt_usage_pct": 1.580,
  "die_x_um": 80,
  "fin_worst_skew_ns": 0.009965,
  "min_path_type": "input pin to async pin",
  "cellInternalPower_mw": 0.3781,
  "timing.slew.headroom_pct": 83.02,
  "clk_tree_root_cell": "clkbuf_4",
  "globalplace.congestion": 0.6305,
  "numSynthFlops": 6,
  "clk-insertion-delay-late_ns": 0.25
}
## cell usage after synthesis
cell type	number	area, µm²
or2_2	1	6.260
dfrtp_1	5	125.1
dfstp_2	1	26.28
and2_1	1	6.260
nor2_1	2	7.510
o21a_1	2	15.01
nor2b_1	1	6.260
nor3_1	2	10.01
nor4_1	1	6.260
## per-layer routing
layer	routed length, µm	vias to the layer above	global-route usage, %
met1	188	74	1.880
met5	0	-	0
met2	113	10	1.284
met3	105	0	2.614
met4	0	0	0.1761
li1	-	75	-
## power groups by stage
stage         Clock (mW)  Combinational [mW]  Sequential [mW]
CTS                0.208              0.0468            0.229
global route       0.230              0.0580            0.231
finish             0.197              0.0515            0.229
## area by class of cell
cell class | instances | area (µm²) | area share (%)
flip-flops and latches | 6 | 151.4 | 44.16
multi-input cells | 10 | 60.06 | 17.52
well taps | 46 | 57.56 | 16.79
repair buffers | 6 | 47.55 | 13.87
clock buffers | 4 | 26.28 | 7.664
## per-stage QoR
stage / util [%] / hold slack [ns] / TNS, ns / power [mW] / instances
global route: 10.04 / 0.2369 / -0.05157 / 0.5189 / 72
floorplan: - / -0.05559 / 0 / 0.2507 / 16
finish: 10.04 / 0.2243 / -0.003951 / 0.4781 / 72
CTS: 9.597 / 0.2235 / -0.01138 / 0.4833 / 70
global placement: 8.901 / 0.4666 / -0.08896 / 0.2758 / 66
detailed placement: 8.901 / 0.4874 / -0.08958 / 0.2794 / 66
## cell families after synthesis
logic type         Yosys count  share of synthesized area (%)
AOI/OAI and AO/OA            2                          7.184
and+or+nand+nor              8                          20.37
DFF                          6                          72.46
## how the worst min path moves through the flow
| stage | to | cells after the start |
|---|---|---|
| after CTS | y[4] | 1 |
| after global routing | y[4] | 1 |
| final | y[5] | 1 |
## what timing repair did
action,4_1_cts,5_1_grt
buffers inserted,0,2
hold buffers,0,0
pin swaps,1,1
resized,4,0
endpoints found under the hold margin,0,0
endpoints found under the setup margin,1,1
## critical path, cell delays in order, from the launching register on
cell,delay [ns]
dfrtp_1,0.37
or2_4,0.24
buf_2,0.11
No activity file was given, so power comes from the tool's default toggle rates.
