File: flow/config.mk
export PLATFORM = sky130hd
export DESIGN_NAME = CLA_Adder
export DESIGN_NICKNAME = CLA_Adder
export VERILOG_FILES = /design/flow/design.v
export SDC_FILE = /design/flow/constraint.sdc
export NUM_CORES = 4
export LEC_CHECK = 1
export CORE_AREA = 10 10 70 70
export DIE_AREA = 0 0 80 80
File: flow/constraint.sdc
current_design CLA_Adder

set clk_period 10.2
set clk_io_pct 0.2

create_clock -name clk0 -period $clk_period

set non_clock_inputs [all_inputs -no_clocks]
set_input_delay [expr $clk_period * $clk_io_pct] -clock clk0 $non_clock_inputs
set_output_delay [expr $clk_period * $clk_io_pct] -clock clk0 [all_outputs]
File: flow/design.v
module CLA_Adder(a,b,cin,sum,cout); 
        parameter n=8;
	input[(n-1):0] a,b;
	input cin;
	output reg [(2*n)-1:0] sum;
	output reg cout;
	reg [(2*n)-1:0] p , g ,temp;
        reg [2*n:0] c ;
        integer i;
initial begin
sum = 8'b0000000;
cout = 1'b0;
end
always @(a,b,cin)
begin
 for (i=0;i<n;i=i+1)
    p[i]=a[i]^b[i];	
 for(i=0;i<n;i=i+1)
    g[i]=a[i] & b[i];          
   c[0]=cin;
 for(i=1;i<=n;i=i+1) begin
    temp[i-1] = p[i-1]&c[i-1];
    c[i]=(g[i-1]) | temp[i-1];
 end 
 for(i=0;i<n;i=i+1)
    sum[i]=p[i]^c[i];
 cout=c[n];
end
endmodule
File: flow/run.sh
#!/bin/bash
# OpenROAD 26Q1-2900-gdf79404cd8, Yosys 0.63+post, stock flow scripts
make -C /OpenROAD-flow-scripts/flow DESIGN_CONFIG=/design/flow/config.mk WORK_HOME=/design/flow/orfs finish
==> impl_metrics.json <==
{
  "status": "finished, final reports clean",
  "warnings": 32,
  "drc": 0,
  "synthCells": 27,
  "crit_path_end_kind": "output port",
  "dp.cells": 98,
  "die_h_um": 80,
  "drv_cap": 0,
  "setup_tns_ns": 0,
  "postCtsSetupBuffers": 0,
  "pre_cts_slack_ns": 2.07,
  "ios": 34,
  "cts_resized": 0,
  "seqCellArea_sq_um": 0,
  "whs_ns": 5.12,
  "fa_ha_area_share_pct": 61.2,
  "cp_slowest_stage_delay_ns": 0.47,
  "antenna_found_initial": 0,
  "seq_power_share_pct": 0,
  "hp-class": "input port to output port",
  "crit_type": "input port to output port",
  "layout_top_cells": "clkdlybuf4s50_1 (26), inv_1 (10), fa_1 (8), conb_1 (8)",
  "power_leakage_nw": 0.239,
  "synth_stat.cells": 27,
  "grt_max_degree": 2,
  "required_ns": 8.16,
  "overflow": 0,
  "io_buffers": 26,
  "simple_gate_area_share_pct": 0,
  "crit_path_start_kind": "input port",
  "drtAntennaViolNets": 0,
  "power_frac_comb_pct": 100.0,
  "switchingPower_mw": 0.00701,
  "synth.avg_cell_area_sq_um": 9.69,
  "final_util_pct": 16.0,
  "cp.buffers_inverters": 6,
  "stdcell_area_sq_um": 546,
  "place_congestion": 0.755,
  "finalSetupViolCount": 0,
  "routed_via_density": 2.21,
  "ys_seq_share_pct": 0,
  "fmax_ghz": 0.124,
  "ys_sh_mux_pct": 0,
  "design_power_total_mw": 0.0265,
  "swShare_pct": 26.4,
  "grt_pass1_wl_um": 1340,
  "timing.final.hold_violations": 0,
  "num_antenna_cells": 0,
  "slew_viol_final": 0,
  "ff_count": 0,
  "critPathSlowestCell": "clkdlybuf4s50_1",
  "hpwlAfterDp_um": 806,
  "vdd_drop_max_mv": 0.0139,
  "num_vias": 217,
  "clkbuf_count": 0,
  "grt_setup_unrepaired": "no",
  "wl_per_cell_um": 8.05,
  "timing.final.ws_setup_ns": 2.13,
  "ctsHoldBuffers": 0,
  "ys_area_sq_um": 262,
  "drt_pass1_iterations": 1,
  "fp-utilization_pct": 7.66,
  "area_delta_synth_final_pct": 109,
  "die_w_um": 80,
  "powerDensity_nw_per_um2": 48.7,
  "arrival_ns": 6.03,
  "drtIter0Drc": 0,
  "track_usage_pct": 2.49,
  "layout_top_cell": "clkdlybuf4s50_1",
  "stdcell_count": 98,
  "aoi_share_pct": 0,
  "synthesis.area_sq_um": 262,
  "synth_xor_xnor_area_share_pct": 0,
  "clockPowerShare_pct": 0,
  "cpMostUsedCell": "fa_1",
  "rows": 21,
  "min_period_over_period_pct": 79.1,
  "synthDistinctLibCells": 4,
  "fin_crit_ns": 8.07,
  "logic_family": "adder cells",
  "layout-drive-gt1-share_pct": 0,
  "cp_cell_sequence": "clkdlybuf4s50_1, inv_1, fa_1, inv_1, fa_1, fa_1, fa_1, fa_1, fa_1, fa_1, inv_1, fa_1, inv_1, clkdlybuf4s50_1",
  "dpl_cell_area_sq_um": 546,
  "core-area_sq_um": 3420,
  "chip_area_sq_um": 6400,
  "p_int_mw": 0.0195,
  "ys_warn_count": 1,
  "grt_pass1_vias": 277,
  "crit_path_max_fanout": 1,
  "routed_wl_um": 789,
  "crit_family": "adder cells"
}
[cells in the mapped netlist (all sizes together)]
| cell | n | area share (%) |
|---|---|---|
| inv | 10 | 14 |
| conb | 1 | 1.4 |
| buf | 8 | 23 |
| fa | 8 | 61 |
[worst min-delay path: stages]
cell             delay (ns)
clkdlybuf4s50_1        0.40
inv_1                  0.06
fa_1                   0.15
inv_1                  0.04
clkdlybuf4s50_1        0.40
[power groups by stage]
stage	clock (mW)	combinational, mW	sequential [mW]
6_report	0	0.0265	0
5_1_grt	0	0.0310	0
4_1_cts	0	0.0277	0
[layout make-up]
type	instances	area [sq um]
fill	385	2870
tap	46	57.6
multi-input combinational	16	190
timing repair buffer	26	260
inverter	10	37.5
[final timing paths]
kind              startpoint  depth (start not counted)      to  slack (ns)
hold / removal           cin                          5  sum[0]        5.12
setup / recovery        a[0]                         14  sum[7]        2.13
[metal layers]
layer	global-route usage (%)	routed length, um
met5	0	0
met4	0	0
met3	1.48	170
met2	3.61	333
met1	3.32	286
[kinds of logic after synthesis]
logic type,count (synthesis)
adders and majority gates,8
buffers and inverters,18
other,1
